[flow/design.v]
module syn_fifo (
clk      ,  
rst      ,  
wr_cs    ,  
rd_cs    ,  
data_in  ,  
rd_en    ,  
wr_en    ,  
data_out ,  
empty    ,  
full        
);    
parameter DATA_WIDTH = 8;
parameter ADDR_WIDTH = 8;
parameter RAM_DEPTH = (1 << ADDR_WIDTH);
input clk ;
input rst ;
input wr_cs ;
input rd_cs ;
input rd_en ;
input wr_en ;
input [DATA_WIDTH-1:0] data_in ;
output full ;
output empty ;
output [DATA_WIDTH-1:0] data_out ;
reg [ADDR_WIDTH-1:0] wr_pointer;
reg [ADDR_WIDTH-1:0] rd_pointer;
reg [ADDR_WIDTH :0] status_cnt;
reg [DATA_WIDTH-1:0] data_out ;
wire [DATA_WIDTH-1:0] data_ram ;
assign full = (status_cnt == (RAM_DEPTH-1));
assign empty = (status_cnt == 0);
always @ (posedge clk or posedge rst)
begin : WRITE_POINTER
  if (rst) begin
    wr_pointer <= 0;
  end else if (wr_cs && wr_en ) begin
    wr_pointer <= wr_pointer + 1;
  end
end
always @ (posedge clk or posedge rst)
begin : READ_POINTER
  if (rst) begin
    rd_pointer <= 0;
  end else if (rd_cs && rd_en ) begin
    rd_pointer <= rd_pointer + 1;
  end
end
always  @ (posedge clk or posedge rst)
begin : READ_DATA
  if (rst) begin
    data_out <= 0;
  end else if (rd_cs && rd_en ) begin
    data_out <= data_ram;
  end
end
always @ (posedge clk or posedge rst)
begin : STATUS_COUNTER
  if (rst) begin
    status_cnt <= 0;
  end else if ((rd_cs && rd_en) && !(wr_cs && wr_en) 
                && (status_cnt != 0)) begin
    status_cnt <= status_cnt - 1;
  end else if ((wr_cs && wr_en) && !(rd_cs && rd_en) 
               && (status_cnt != RAM_DEPTH)) begin
    status_cnt <= status_cnt + 1;
  end
end 
ram_dp_ar_aw #(DATA_WIDTH,ADDR_WIDTH)DP_RAM (
.address_0 (wr_pointer) ,  
.data_0    (data_in)    ,  
.cs_0      (wr_cs)      ,  
.we_0      (wr_en)      ,  
.oe_0      (1'b0)       ,  
.address_1 (rd_pointer) ,  
.data_1    (data_ram)   ,  
.cs_1      (rd_cs)      ,  
.we_1      (1'b0)       ,  
.oe_1      (rd_en)         
);     
endmodule
module ram_dp_ar_aw (
address_0 ,  
data_0    ,  
cs_0      ,  
we_0      ,  
oe_0      ,  
address_1 ,  
data_1    ,  
cs_1      ,  
we_1      ,  
oe_1         
); 
parameter DATA_WIDTH = 8 ;
parameter ADDR_WIDTH = 8 ;
parameter RAM_DEPTH = 1 << ADDR_WIDTH;
input [ADDR_WIDTH-1:0] address_0 ;
input cs_0 ;
input we_0 ;
input oe_0 ; 
input [ADDR_WIDTH-1:0] address_1 ;
input cs_1 ;
input we_1 ;
input oe_1 ; 
inout [DATA_WIDTH-1:0] data_0 ; 
inout [DATA_WIDTH-1:0] data_1 ;
reg [DATA_WIDTH-1:0] data_0_out ; 
reg [DATA_WIDTH-1:0] data_1_out ;
reg [DATA_WIDTH-1:0] mem [0:RAM_DEPTH-1];
always @ (address_0 or cs_0 or we_0 or data_0
or address_1 or cs_1 or we_1 or data_1)
begin : MEM_WRITE
  if ( cs_0 && we_0 ) begin
     mem[address_0] <= data_0;
  end else if  (cs_1 && we_1) begin
     mem[address_1] <= data_1;
  end
end
assign data_0 = (cs_0 && oe_0 && !we_0) ? data_0_out : 8'bz; 
always @ (address_0 or cs_0 or we_1 or oe_0)
begin : MEM_READ_0
  if (cs_0 && !we_0 && oe_0) begin
    data_0_out <= mem[address_0]; 
  end else begin
    data_0_out <= 0; 
  end
end 
assign data_1 = (cs_1 && oe_1 && !we_1) ? data_1_out : 8'bz; 
always @ (address_1 or cs_1 or we_1 or oe_1)
begin : MEM_READ_1
  if (cs_1 && !we_1 && oe_1) begin
    data_1_out <= mem[address_1]; 
  end else begin
    data_1_out <= 0; 
  end
end
endmodule  
[flow/run.sh]
#!/bin/bash
# OpenROAD 26Q1-2900-gdf79404cd8, Yosys 0.63+post, stock flow scripts
make -C /OpenROAD-flow-scripts/flow DESIGN_CONFIG=/design/flow/config.mk WORK_HOME=/design/flow/orfs finish
[flow/config.mk]
export PLATFORM = sky130hd
export DESIGN_NAME = syn_fifo
export DESIGN_NICKNAME = syn_fifo
export VERILOG_FILES = /design/flow/design.v
export SDC_FILE = /design/flow/constraint.sdc
export NUM_CORES = 4
export LEC_CHECK = 1
export CORE_UTILIZATION = 40
[flow/constraint.sdc]
current_design syn_fifo

set clk_period 15.0
set clk_io_pct 0.2

create_clock -name clk0 -period $clk_period [get_ports {clk}]

set non_clock_inputs [all_inputs -no_clocks]
set_input_delay [expr $clk_period * $clk_io_pct] -clock clk0 $non_clock_inputs
set_output_delay [expr $clk_period * $clk_io_pct] -clock clk0 [all_outputs]
==> reports/results.tsv <==
stage	metric	value	unit
outcome	error_line	ERROR: Found 8 problems in 'check -assert'.	
outcome	outcome	did not finish	
logic_synthesis	yosys_warns	5	
logic_synthesis	distinct_lib_cells	86	
logic_synthesis	ys_cells	5491	
logic_synthesis	edff_count_synth	0	
logic_synthesis	ys.flops	2081	
logic_synthesis	ys_area	52300	um^2
logic_synthesis	synthDominantAreaCellType	sky130_fd_sc_hd__dlxtn_1	
outcome	lastStage	synthesis	
logic_synthesis	yosys_top_cell_area_share	0.587	
logic_synthesis	synth-main-ff-cell	sky130_fd_sc_hd__dlxtn_1	
logic_synthesis	async_flop_share	0.0159	
logic_synthesis	synthTopCellsByArea	sky130_fd_sc_hd__dlxtn_1 59%, sky130_fd_sc_hd__a22oi_1 5.6%, sky130_fd_sc_hd__nand2_1 3.3%	
## cells by family after synthesis
group / Yosys count / synth area share
compound gates: 1317 / 0.186
flops: 33 / 0.0158
mux: 91 / 0.0187
other cells: 1 / 0.0000717
latches: 2048 / 0.587
fa+ha+maj: 16 / 0.00397
xor+xnor: 23 / 0.00385
buf+inv: 479 / 0.0401
simple gates: 1483 / 0.143
## cell usage after synthesis (32+ instances only)
library cell	instances
sky130_fd_sc_hd__and2_1	32
sky130_fd_sc_hd__nor2_1	197
sky130_fd_sc_hd__buf_2	68
sky130_fd_sc_hd__a32oi_1	165
sky130_fd_sc_hd__nand3_1	317
sky130_fd_sc_hd__a21oi_1	108
sky130_fd_sc_hd__a31oi_1	55
sky130_fd_sc_hd__dfrtp_1	33
sky130_fd_sc_hd__nor3_1	86
sky130_fd_sc_hd__a22oi_1	391
sky130_fd_sc_hd__a22o_1	89
sky130_fd_sc_hd__a32o_1	39
sky130_fd_sc_hd__buf_1	67
sky130_fd_sc_hd__clkbuf_1	287
sky130_fd_sc_hd__nand4_1	113
sky130_fd_sc_hd__mux2_2	41
sky130_fd_sc_hd__dlxtn_1	2048
sky130_fd_sc_hd__a221oi_1	38
sky130_fd_sc_hd__and3_1	35
sky130_fd_sc_hd__nand2_1	461
sky130_fd_sc_hd__o22ai_1	108
sky130_fd_sc_hd__mux2i_1	48
sky130_fd_sc_hd__o21ai_0	135
sky130_fd_sc_hd__nor4_1	64
